## flow/run.sh

```bash
#!/bin/bash
# OpenROAD 26Q1-2900-gdf79404cd8, Yosys 0.63+post, stock flow scripts
make -C /OpenROAD-flow-scripts/flow DESIGN_CONFIG=/design/flow/config.mk WORK_HOME=/design/flow/orfs finish
```

## flow/config.mk

```make
export PLATFORM = sky130hd
export DESIGN_NAME = register
export DESIGN_NICKNAME = register
export VERILOG_FILES = /design/flow/design.v
export SDC_FILE = /design/flow/constraint.sdc
export NUM_CORES = 4
export LEC_CHECK = 1
export CORE_AREA = 10 10 101 101
export DIE_AREA = 0 0 111 111
```

## flow/constraint.sdc

```tcl
current_design register

set clk_period 1.1
set clk_io_pct 0.2

create_clock -name clk0 -period $clk_period [get_ports {clk}]

set non_clock_inputs [all_inputs -no_clocks]
set_input_delay [expr $clk_period * $clk_io_pct] -clock clk0 $non_clock_inputs
set_output_delay [expr $clk_period * $clk_io_pct] -clock clk0 [all_outputs]
```

## flow/design.v

```verilog
module register(q, d, clk, enable, reset);
   parameter
            width = 32,
            reset_value = 0;
   output [(width-1):0] q;
   reg    [(width-1):0] q;
   input  [(width-1):0] d;
   input                clk, enable, reset;
   always@(posedge clk)
     if (reset == 1'b1)
       q <= reset_value;
     else if (enable == 1'b1)
       q <= d;
endmodule  
```

==> results.toml <==
# implementation run metrics
[outcome]
outcome = "finished clean"

[floorplanning]
core_area_sq_um = 8134
die-area_sq_um = 12320
fp-row-count = 33
core_util_floorplan_pct = 14.31
die_y_um = 111
dieWidth_um = 111
io_pins = 67

[grt]
met1_usage_pct = 6.188
grt_pass1_vias = 975
grt_first_pass_wirelength_um = 4995
grt_use_met2_pct = 6.525
overflow = 0
grt.busiest_layer = "met2"
grtUsageTotal_pct = 4.790
globalRouteMet3Util_pct = 3.339
antenna_found_initial = 0
grt_max_degree = 33

[clock_tree]
cts_tree = "done"
cts_made_buffers = 5
root_buffer = "clkbuf_8"
cts.htree.levels = 2
cts.sinks = 32
clk_path_buf_depth = 2
clkTransAtPathRegs_ps = 70
clock_latency_ps = 270
ctsHoldBuffers = 0

[detailed_routing]
vias = 913
routedWlPerCell_um = 11.01
via_per_inst = 3.284
antenna_left = 0
wl_um = 3062
insertedDiodeCount = 0
drc = 0
drt-pass1-iter-count = 4
drtIter0Drc = 16

[yosys]
syn_inst = 103
netlist.area_leader.share_pct = 55.05
ys.warnings.count = 1
synth_area_sq_um = 1164
yosysUniqueCellTypes = 6
synth_flop_count = 32
largest_area_cell = "dfxtp_1"
ys_seq_share_pct = 55.05
syn_avg_cell_area_sq_um = 11.30
yosys_area_sq_um = 1164
ys_cells = 103
ys_top_cells_by_area = "dfxtp_1, mux2i_1, nor2_1"

[timing]
maxSlewViolCount = 0
hold_violations = 0
rsz0062_at_grt = "false"
tightestPinTransition_ps = 208.7
skew_ps = 0
timing.fmax_mhz = 942.7
fin_tns_setup_ps = 0
setup_viol = 0
finalCriticalPeriod_ps = 1061
slew_headroom_pct = 86.09
finalClockPeriodUsage_pct = 96.44

[flow_run]
timing.max_cap.violations = 0
warnings = 25

[finish]
area_growth_pct = 72.58
final_cells = 278
top_register = "q"
fin_util_pct = 24.69
drive_gt1_share_pct = 24.28
num-fill-cells = 855
largest_reg_flops = 32
reg_top3 = "q (32)"

[worst_setup_path]
r2r_cells = 2
worstReg2RegEnd = "q[21]$_SDFFE_PP0P_"
crit_path_max_incr_delay_ps = 320
startpoint_type = "flip-flop"
worstPathArrival_ps = 840
worst-path-max-fanout = 2
crit_path_top_delay_cell = "dfxtp_2"
crit_type = "reg -> out"
regToRegStartpoint = "q[21]$_SDFFE_PP0P_"
crit_required_ps = 880
crit_buf_inv = 1
cp-startpoint = "q[12]$_SDFFE_PP0P_"
crit_family = "flip-flops"
cp-end-kind = "primary output"
reg2reg_slack_ps = 490
crit_path_cell_trace = "dlygate4sd2_1"

[pwr]
clockPowerShare_pct = 36.0
seq_power_share_pct = 49.8
p_per_area_nw_per_um2 = 1272
power.switching_uw = 553.8
cell_internal_pwr_mw = 2.001
pwr-share-comb_pct = 14.2
switching_share_pct = 21.68
ir_drop_mv = 0.4619
p_leak_nw = 0.9517

[place]
dpl.cell_count = 270
gp_congestion = 0.7284
place.detailed.hpwl_um = 2304
port_buffers = 66

[min_path]
hold_path_startpoint = "enable"
whs_path_depth = 4
min_path_type = "in -> reg"
hold-path-endpoint = "q[22]$_SDFFE_PP0P_"
synth_stat cells:
master,count
buf_6,1
nor2_1,32
mux2i_1,32
buf_12,3
dfxtp_1,32
clkbuf_1,3
placed cells by master (no fill, tap or decap), types with 2 or more instances in the layout:
master	instances
clkdlybuf4s50_1	33
clkbuf_8	6
clkbuf_1	2
dfxtp_2	32
nor2_1	32
clkdlybuf4s15_1	2
mux2i_1	32
buf_12	2
dlygate4sd2_1	30
kinds of logic after synthesis:
group	share of synthesized area, %
buffers and inverters	7.097
flip-flops	55.05
multiplexers	27.53
AND/OR/NAND/NOR	10.32
power groups by stage:
stage	logic, mW	clock network (mW)	registers [mW]
CTS	0.373	0.983	1.27
global route	0.401	1.04	1.28
finish	0.362	0.921	1.27
layer usage:
layer	vias up	routed length, um
li1	475	-
met5	-	0
met3	5	403
met4	0	41
met1	384	1463
met2	49	1154
how the worst max path moves through the flow:
stage | endpoint | slack, ps | cells after the start
finish | q[12] | 40 | 1
global route | q[19] | 0.2 | 1
CTS | q[12] | 20 | 1
what timing repair did:
| action | in CTS | in global routing |
|---|---|---|
| setup endpoints to repair | 32 | 2 |
| pin swaps | 0 | 0 |
| buffers inserted | 0 | 0 |
| cloned | 0 | 0 |
| resized | 64 | 2 |
worst min-delay path: stages:
cell     delay (ps)
buf_2           110
buf_12          180
mux2i_1          90
nor2_1           70
through the flow:
step	total power [mW]	hold WS (ps)	setup slack [ps]	cell area, sq um
floorplan	1.426	292.4	287.3	1164
global placement	1.700	471.6	-16.91	1916
detailed placement	1.701	480.6	-21.26	1916
CTS	2.627	442.4	21.96	2006
global route	2.725	467.5	0.2013	2008
finish	2.555	442.3	39.21	2008
cell type report:
class                           instances  area (sq um)  share of cell area [%]
Clock buffer                            8         90.09                   4.486
Sequential cell                        32         680.7                   33.89
Tap cell                              105         131.4                   6.542
Timing Repair Buffer                   69         665.6                   33.15
Multi-Input combinational cell         64         440.4                   21.93
Power is estimated from default activity; no workload was simulated.
