==> ./design.v <==
module accelerator(
    input clk,
    input [7:0] A,
    input [7:0] B,
    output [7:0] result,
    output done
    );
    assign done = 1'b1;
    assign result = A ^ B;
endmodule
module top_level(
    input clk,
    input in_RxD,
    input sw_reset,
    output reg out_TxD,
    output reg [15:0] led
);
    localparam s_IDLE = 3'b000;
    localparam s_RX = 3'b001;
    localparam s_COMPUTE = 3'b010;
    localparam s_TX = 3'b011;
    localparam s_CLEANUP = 3'b100;
    reg [7:0] byte_one = 0;
    reg [7:0] byte_two = 0;
    reg [2:0] r_SM_Main = 0;
    reg cur_byte = 0;
    wire done_reading;
    wire [7:0] data_byte;
    reg r_done_reading = 0;
    wire [7:0] operand_a, operand_b, result;
    wire result_done;
    reg r_result_done = 0;
    reg [7:0] r_result = 0;
    wire A = 0;
    wire B = 1;
    wire done_transmitting;
    reg r_done_transmitting = 0;
    reg r_transmit = 0;
    wire reset = sw_reset || r_SM_Main == s_CLEANUP;
    reg RxD;
    wire TxD;
    reg rx_inter;
    reg tx_inter;
    reg done_tx_inter;
    always @(posedge clk) begin
        {RxD, rx_inter} <= { rx_inter, in_RxD };
        {out_TxD, tx_inter} <= { tx_inter, TxD };
        led[7:0] <= r_result;
        led[13:8] <= 0;
        {led[14], done_tx_inter} <= {done_tx_inter, done_transmitting};
        led[15] <= sw_reset;
    end
    always @(posedge clk)
        begin
        if (reset)
            begin
            r_SM_Main <= s_IDLE;
            cur_byte <= 0;
            r_done_reading <= 0;
            end
        else 
            begin
            case (r_SM_Main)
                s_IDLE :
                begin
                    r_SM_Main <= s_RX;
                    cur_byte <= 0;
                    byte_one <= 0;
                    byte_two <= 0;
                    r_done_reading <= 0;
                    r_result <= 0;
                    r_result_done <= 0;
                    r_done_transmitting <= 0;
                    r_transmit <= 0;
                end
                s_RX :
                begin
                if (r_done_reading)
                    begin
                    r_done_reading <= 0;
                    if (cur_byte < 1)
                        begin
                        byte_one <= data_byte;
                        cur_byte <= cur_byte + 1;
                        end
                    else
                        begin
                        byte_two <= data_byte;
                        r_SM_Main <= s_COMPUTE;
                        end
                    end
                else
                    begin
                    r_done_reading <= done_reading;
                    end
                end
                s_COMPUTE :
                begin
                if (r_result_done)
                    begin
                    r_SM_Main <= s_TX;
                    r_result_done <= 0;
                    r_result <= result;
                    end
                else
                    begin
                    r_result_done <= result_done;
                    end
                end
                s_TX :
                    begin
                    if (r_done_transmitting)
                        begin
                        r_SM_Main <= s_CLEANUP;
                        r_transmit <= 0;
                        r_done_transmitting <= 0;
                        end
                    else
                        begin
                        r_transmit <= 1;
                        r_done_transmitting <= done_transmitting;
                        end
                end
                s_CLEANUP :
                begin
                    r_SM_Main <= s_IDLE;
                end
                default :
                    r_SM_Main <= s_IDLE;
            endcase
        end
        end
    uart_rx recv(clk, reset, 1'b1, RxD, done_reading, data_byte);
    assign operand_a = byte_one;
    assign operand_b = byte_two;
    accelerator compute(.clk(clk), .A(operand_a), .B(operand_b), .result(result), .done(result_done));
    uart_tx transmitter(clk, reset, r_transmit, r_result, , TxD, done_transmitting);
endmodule
module uart_rx
  (
   input        i_Clock,
   input        reset,
   input        receive,  
   input        i_Rx_Serial,  
   output       o_Rx_DV,  
   output [7:0] o_Rx_Byte  
   );
  parameter CLKS_PER_BIT = 10416;
  parameter s_IDLE         = 3'b000;
  parameter s_CAN_RECV     = 3'b001;
  parameter s_RX_START_BIT = 3'b010;
  parameter s_RX_DATA_BITS = 3'b011;
  parameter s_RX_STOP_BIT  = 3'b100;
  parameter s_CLEANUP      = 3'b101;
  reg           r_Rx_Data_R = 1'b1;
  reg           r_Rx_Data   = 1'b1;
  reg [17:0]     r_Clock_Count = 0;
  reg [2:0]     r_Bit_Index   = 0;  
  reg [7:0]     r_Rx_Byte     = 0;
  reg           r_Rx_DV       = 0;
  reg [2:0]     r_SM_Main     = 0;
  always @(posedge i_Clock)
    begin
      r_Rx_Data_R <= i_Rx_Serial;
      r_Rx_Data   <= r_Rx_Data_R;
    end
  always @(posedge i_Clock)
    begin
    if (reset)
        begin
        r_SM_Main <= s_IDLE;
        end
    else
      begin
      case (r_SM_Main)
        s_IDLE :
          begin
            if (receive)
                begin
                    r_SM_Main <= s_CAN_RECV;
                end
            else
              begin
                r_Rx_Data_R <= 0;
                r_Rx_Data <= 0;
                r_Clock_Count <= 0;
                r_Bit_Index <= 0;
                r_Rx_Byte <= 0;
                r_Rx_DV <= 0;
              end
          end
        s_CAN_RECV:
            begin
            r_Rx_DV       <= 1'b0;
            r_Clock_Count <= 0;
            r_Bit_Index   <= 0;
            if (r_Rx_Data == 1'b0)           
              begin
              r_SM_Main <= s_RX_START_BIT;
              end
            else
              r_SM_Main <= s_CAN_RECV;
            end
        s_RX_START_BIT :
            begin
            r_Bit_Index   <= 0;
            if (r_Clock_Count == (CLKS_PER_BIT-1)/2)
                begin
                if (r_Rx_Data == 1'b0)
                    begin
                    r_Clock_Count <= 0;   
                    r_SM_Main     <= s_RX_DATA_BITS;
                    end
                else
                    r_SM_Main <= s_CAN_RECV;
                end
            else
                begin
                r_Clock_Count <= r_Clock_Count + 1;
                r_SM_Main     <= s_RX_START_BIT;
                end
            end  
        s_RX_DATA_BITS :
          begin
            if (r_Clock_Count < CLKS_PER_BIT-1)
              begin
                r_Clock_Count <= r_Clock_Count + 1;
                r_SM_Main     <= s_RX_DATA_BITS;
                r_Rx_Byte[r_Bit_Index] <= r_Rx_Data;
              end
            else
              begin
                r_Clock_Count          <= 0;
                if (r_Bit_Index < 7)
                  begin
                    r_Bit_Index <= r_Bit_Index + 1;
                    r_SM_Main   <= s_RX_DATA_BITS;
                  end
                else
                  begin
                    r_Bit_Index <= 0;
                    r_SM_Main   <= s_RX_STOP_BIT;
                  end
              end
          end  
        s_RX_STOP_BIT :
          begin
            if (r_Clock_Count < CLKS_PER_BIT-1)
              begin
                r_Clock_Count <= r_Clock_Count + 1;
                r_SM_Main     <= s_RX_STOP_BIT;
                r_Rx_DV       <= 1'b0;
              end
            else
              begin
                r_Rx_DV       <= 1'b1;
                r_Clock_Count <= 0;
                r_SM_Main     <= s_CLEANUP;
              end
          end  
        s_CLEANUP :
          begin
            r_SM_Main <= s_IDLE;
            r_Rx_DV   <= 1'b0;            
          end
        default :
          r_SM_Main <= s_IDLE;
      endcase
    end
    end
  assign o_Rx_DV = r_Rx_DV;
  assign o_Rx_Byte = r_Rx_Byte;
endmodule  
module uart_tx
  (
   input       i_Clock,
   input        reset,
   input       i_Tx_DV,
   input [7:0] i_Tx_Byte,
   output      o_Tx_Active,
   output      o_Tx_Serial,
   output      o_Tx_Done
   );
  parameter CLKS_PER_BIT = 10416;
  parameter s_IDLE         = 3'b000;
  parameter s_TX_START_BIT = 3'b001;
  parameter s_TX_DATA_BITS = 3'b010;
  parameter s_TX_STOP_BIT  = 3'b011;
  parameter s_CLEANUP      = 3'b100;
  reg [2:0]    r_SM_Main     = 0;
  reg [17:0]    r_Clock_Count = 0;
  reg [2:0]    r_Bit_Index   = 0;
  reg [7:0]    r_Tx_Data     = 0;
  reg          r_Tx_Done     = 0;
  reg          r_Tx_Active   = 0;
  reg          r_Tx_Serial   = 1'b1;
  always @(posedge i_Clock)
    begin
    if (reset)
        begin
        r_SM_Main <= s_IDLE;
        end
    else
        begin
        case (r_SM_Main)
            s_IDLE :
              begin
                r_Tx_Serial   <= 1'b1;          
                r_Tx_Done     <= 1'b0;
                r_Clock_Count <= 0;
                r_Bit_Index   <= 0;
                r_Tx_Data <= 0;
                r_Tx_Active <= 0;
                if (i_Tx_DV == 1'b1)  
                  begin
                    r_Tx_Active <= 1'b1;
                    r_Tx_Data   <= i_Tx_Byte;  
                    r_SM_Main   <= s_TX_START_BIT;  
                  end
                else
                  r_SM_Main <= s_IDLE;
              end  
            s_TX_START_BIT :
              begin
                r_Tx_Serial <= 1'b0;
                if (r_Clock_Count < CLKS_PER_BIT - 1)
                  begin
                    r_Clock_Count <= r_Clock_Count + 1;
                    r_SM_Main     <= s_TX_START_BIT;  
                  end
                else
                  begin
                    r_Clock_Count <= 0;
                    r_SM_Main     <= s_TX_DATA_BITS;
                  end
              end  
            s_TX_DATA_BITS :
              begin
                r_Tx_Serial <= r_Tx_Data[r_Bit_Index];  
                if (r_Clock_Count < CLKS_PER_BIT - 1)
                  begin
                    r_Clock_Count <= r_Clock_Count + 1;
                    r_SM_Main     <= s_TX_DATA_BITS;
                  end
                else
                  begin
                    r_Clock_Count <= 0;
                    if (r_Bit_Index < 7)
                      begin
                        r_Bit_Index <= r_Bit_Index + 1;
                        r_SM_Main   <= s_TX_DATA_BITS;
                      end
                    else
                      begin
                        r_Bit_Index <= 0;
                        r_SM_Main   <= s_TX_STOP_BIT;
                      end
                  end
              end  
            s_TX_STOP_BIT :
              begin
                r_Tx_Serial <= 1'b1;
                if (r_Clock_Count < CLKS_PER_BIT-1)
                  begin
                    r_Clock_Count <= r_Clock_Count + 1;
                    r_SM_Main     <= s_TX_STOP_BIT;
                  end
                else
                  begin
                    r_Tx_Done     <= 1'b1;
                    r_Clock_Count <= 0;
                    r_SM_Main     <= s_CLEANUP;
                    r_Tx_Active   <= 1'b0;
                  end
              end  
            s_CLEANUP :
              begin
                r_Tx_Done <= 1'b0;
                r_SM_Main <= s_IDLE;
              end
            default :
              r_SM_Main <= s_IDLE;
          endcase
        end
     end  
  assign o_Tx_Active = r_Tx_Active;
  assign o_Tx_Serial = r_Tx_Serial;
  assign o_Tx_Done   = r_Tx_Done;
endmodule
==> ./run.sh <==
#!/bin/bash
# OpenROAD 26Q1-2900-gdf79404cd8, Yosys 0.63+post, stock flow scripts
make -C /OpenROAD-flow-scripts/flow DESIGN_CONFIG=/design/flow/config.mk WORK_HOME=/design/flow/orfs finish
==> ./config.mk <==
export PLATFORM = sky130hd
export DESIGN_NAME = top_level
export DESIGN_NICKNAME = top_level
export VERILOG_FILES = /design/flow/design.v
export SDC_FILE = /design/flow/constraint.sdc
export NUM_CORES = 4
export LEC_CHECK = 1
export CORE_UTILIZATION = 30
==> ./constraint.sdc <==
current_design top_level

set clk_period 4.1
set clk_io_pct 0.2

create_clock -name clk0 -period $clk_period [get_ports {clk}]

set non_clock_inputs [all_inputs -no_clocks]
set_input_delay [expr $clk_period * $clk_io_pct] -clock clk0 $non_clock_inputs
set_output_delay [expr $clk_period * $clk_io_pct] -clock clk0 [all_outputs]
==> results.toml <==
# flow metrics
[yosys]
synth-seq-cells = 112
ys_warn_count = 6
synth-edff-count = 88
area_figure_in_the_yosys_stat_output_um2 = 5106
netlist_instances = 425
ys_async_sr_fraction = 0
synth-cells-yosys = 425
synth_top_flop_cell = "sky130_fd_sc_hd__edfxtp_1"
ys_seq_share = 0.6116
count_of_unique_library_cells_instantiated_by_yosys = 60
netlist_area_um2 = 5106
post_synth.cell_area_avg_um2 = 12.01

[drt]
count_of_antenna_diodes_in_the_layout = 0
vias_per_cell = 4.614
drt_drc_violations_left = 0
remaining_antenna_violation_count_after_routing = 0
first_iter_violations = 182
drt_pass1_iterations = 4
postRouteWirelength_mm = 7.731
route.vias.total = 3064
wl_per_cell_um = 11.64

[flow_run]
timing.max_cap.violations = 0
warning_count = 29

[placed_design]
finalWeightedCongestion = 0.8146
preCtsSetupSlack_ns = 1.158
buffer_ports.inserted = 12
post_dp_cell_area_um2 = 5440
dp_hpwl_mm = 5.251
dpl.cell_count = 648

[floorplanning]
initCoreUtil = 0.3079
boundaryPins = 20
fp.dieArea_um2 = 17550
fp-row-count = 47
dieWidth_um = 132.5
die.size.y_um = 132.5
coreArea_um2 = 16580

[grt]
grt_max_degree = 20
grt_overflow_total = 0
grt_antenna_before_repair = 0
wire_length_of_the_first_global_routing_pass_mm = 13.10
groute.usage.overall = 0.09447
first_global_vias = 2858

[status]
status = "complete, no violations"

[timing]
timing.setup.tns_ns = 0
final_period_minus_worst_setup_slack_ns = 2.589
timing.hold.ws_ns = 0.3330
worst-slew-pin-transition_ns = 0.8040
fin_crit_sh = 0.6315
timing_max_transition_violations_final = 0
slew_headroom = 0.4640
post-route-worst-setup-slack_ns = 1.511
final-setup-viol-count = 0
finalHoldViolCount = 0
rsz_0062_raised_after_global_routing = "no"
worst_clock_skew_ns = 0.007142
timing.fmax_mhz = 386.2

[worst_setup_path]
crit_path_cell_trace = "clkdlybuf4s50_1, a21o_1, or2_2, inv_1"
critical_path.reg2reg.startpoint = "recv.r_Clock_Count[0]"
cp_max_fo = 18
reg2reg_to = "recv.r_Clock_Count[15]"
worst_ep_required_time_ns = 4.08
end_kind = "flop"
worst-r2r-setup-slack_ns = 1.51
cp_peak_stage_delay_ns = 0.52
crit_path_top_delay_cell = "sky130_fd_sc_hd__clkdlybuf4s50_1"
criticalPathCategory = "primary input to flop"
worstPathArrival_ns = 2.57
ff2ff_path_depth = 5
type_of_origin_of_the_critical_path = "primary input"

[finish]
utilization_after_layout = 0.3470
final_cells = 664
area_delta_synth_final_pct = 12.69
fin_area_um2 = 5754
final_layout_top_logic_cell = "sky130_fd_sc_hd__edfxtp_1"
layout_top_cells = "88 x sky130_fd_sc_hd__edfxtp_1, 49 x sky130_fd_sc_hd__nor2_1, 24 x sky130_fd_sc_hd__dfxtp_1, 22 x sky130_fd_sc_hd__a21oi_1, 21 x sky130_fd_sc_hd__xnor2_1"
post_route_cells_drive_above_1_share = 0.07883

[clock_network]
cts_htree_levels = 3
tritoncts.num_buffers = 9
cts.repair_timing.setup_buffer_count = 0
ctsResizeCount = 0
clock_sinks = 112
cts-root-to-sink-buffers = 2
cts-root-buf = "sky130_fd_sc_hd__clkbuf_16"
cts_tree = "yes"
path_clk_slew_ns = 0.07
post_cts_hold_buffer_count = 0
clock.latency.late_pin_ns = 0.34

[min_path]
min-delay-path-class = "flop to flop"
min_path_cells = 0
hp-start = "tx_inter"
worst_hold_path.endpoint = "out_TxD"

[power]
peakVddDrop_uv = 221.0
p_per_area_nw_per_um2 = 401.9
p_leak_nw = 1.971
finalPower_mw = 2.313
## cells in the mapped netlist, drive strengths merged (3+ instances only)
cell type   n  area share
edfxtp     88        0.52
or2         3      0.0037
ha          7       0.017
a21o        6      0.0088
inv        17       0.012
nor4        8       0.011
nand3      12       0.012
nand4      10       0.013
o21ai      10       0.011
a211oi      3      0.0044
and3        5      0.0064
buf        12       0.017
a31oi       3      0.0037
nor3        4      0.0039
nand3b      3      0.0044
xor2       15       0.026
a311oi      3      0.0051
xnor2      21       0.036
mux2i       3      0.0059
nor2       49       0.036
nor3b       4      0.0059
nand2      16       0.012
and4        5      0.0086
or3         5      0.0061
and2       18       0.022
o31a        4      0.0069
nand2b      5      0.0061
dfxtp      24       0.094
a22oi       4      0.0059
a21oi      22       0.022
clkbuf      9      0.0069
## worst max-delay path, delay by kind of cell
kind            cells  cell delay (ns)
buf+inv             2             1.03
simple gates        1             0.37
compound gates      1             0.33
## registers in the layout (all words and copies together) (netlist names)
| register | cells |
|---|---|
| r_result | 8 |
| transmitter.r_Clock_Count | 18 |
| recv.r_Bit_Index | 3 |
| transmitter.r_Tx_Data | 8 |
| r_SM_Main | 3 |
| r_result_done | 1 |
| transmitter.r_Tx_Serial | 1 |
| byte_one | 8 |
| transmitter.r_Tx_Done | 1 |
| cur_byte | 1 |
| recv.r_Rx_DV | 1 |
| out_TxD | 1 |
| r_done_reading | 1 |
| transmitter.r_Bit_Index | 3 |
| recv.r_Rx_Byte | 8 |
| recv.r_SM_Main | 3 |
| transmitter.r_SM_Main | 3 |
| tx_inter | 1 |
| r_transmit | 1 |
| done_tx_inter | 1 |
| r_done_transmitting | 1 |
| led | 10 |
| recv.r_Clock_Count | 18 |
| byte_two | 8 |
## power by group
part	switching [mW]	total (mW)	internal (mW)
sequential	0.0356	1.31	1.27
combinational	0.0548	0.104	0.0487
clock	0.402	0.903	0.501
total	0.492	2.31	1.82
## area by class of cell
| class | instances | area, um^2 |
|---|---|---|
| Clock buffer | 10 | 239.0 |
| Clock inverter | 6 | 75.07 |
| Fill cell | 1607 | 10830 |
| Inverter | 17 | 63.81 |
| Multi-Input combinational cell | 284 | 1836 |
| Sequential cell | 112 | 3123 |
| Tap cell | 220 | 275.3 |
| Timing Repair Buffer | 15 | 142.6 |
## worst max-delay path by stage
stage / start / endpoint / slack, ns
6_report: sw_reset / transmitter.r_Clock_Count[14] / 1.51
5_1_grt: recv.r_Clock_Count[0] / recv.r_Clock_Count[1] / 1.23
4_1_cts: recv.r_Clock_Count[0] / recv.r_Clock_Count[1] / 1.51
## metal layers
metal,wire (um),GRT usage
met1,3868,0.1391
met2,3509,0.1503
met3,282,0.02734
met4,70,0.01022
met5,0,0
## cells by family (layout without fill, tap and decap cells)
family / after synthesis / in the layout / share of synthesized area
AND-OR/OR-AND: 70 / 70 / 0.09042
adder cells (fa/ha/maj): 7 / 7 / 0.01715
flip-flops: 112 / 112 / 0.6116
buffers and inverters: 38 / 48 / 0.03651
other: 1 / 10 / 0.0007344
AND/OR/NAND/NOR: 154 / 154 / 0.1627
XOR/XNOR: 36 / 36 / 0.06175
multiplexers: 7 / 7 / 0.01911
Power is estimated from default activity; no workload was simulated.
